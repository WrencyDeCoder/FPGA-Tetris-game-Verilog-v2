==> ./design.v <==
module vga_controller (
    input 	wire			clk_25,
    input 	wire 			reset_n,
    output 	reg [9:0] 	x,
    output  reg [9:0] 	y,
    output 	reg			hsync,
    output 	reg			vsync,
    output 	reg			active_area,
	 output 	wire 			vga_clk,
    output 	wire 			blank,
    output 	wire 			sync
);
    reg [9:0] h_count;
    reg [9:0] v_count;
    always @(posedge clk_25 or negedge reset_n) begin
		  if (!reset_n) begin
            h_count <= 10'd0;
            v_count <= 10'd0;
        end else begin
            if (h_count == 800 - 1) begin
                h_count <= 10'd0;
                if (v_count == 525 - 1)
                    v_count <= 10'd0;
                else
                    v_count <= v_count + 10'd1;
            end else begin
                h_count <= h_count + 10'd1;
            end
        end
    end
    always @(*) begin
        x = h_count;
        y = v_count;
        if (h_count >= (640 + 16) &&
            h_count < (640 + 16 + 96))
            hsync = 1'b0;
        else
            hsync = 1'b1;
        if (v_count >= (480 + 10) &&
            v_count < (480 + 10 + 2))
            vsync = 1'b0;
        else
            vsync = 1'b1;
        if (h_count < 640 && v_count < 480)
            active_area = 1'b1;
        else
            active_area = 1'b0;
    end
	 assign vga_clk = clk_25;
	 assign blank   = active_area;
	 assign sync 	 = 1'b0;
endmodule
==> ./run.sh <==
#!/bin/bash
# OpenROAD 26Q1-2900-gdf79404cd8, Yosys 0.63+post, stock flow scripts
make -C /OpenROAD-flow-scripts/flow DESIGN_CONFIG=/design/flow/config.mk WORK_HOME=/design/flow/orfs finish
==> ./config.mk <==
export PLATFORM = sky130hd
export DESIGN_NAME = vga_controller
export DESIGN_NICKNAME = vga_controller
export VERILOG_FILES = /design/flow/design.v
export SDC_FILE = /design/flow/constraint.sdc
export NUM_CORES = 4
export LEC_CHECK = 1
export CORE_AREA = 10 10 92 92
export DIE_AREA = 0 0 102 102
==> ./constraint.sdc <==
current_design vga_controller

set clk_period 2.9
set clk_io_pct 0.2

create_clock -name clk0 -period $clk_period [get_ports {clk_25}]

set non_clock_inputs [all_inputs -no_clocks]
set_input_delay [expr $clk_period * $clk_io_pct] -clock clk0 $non_clock_inputs
set_output_delay [expr $clk_period * $clk_io_pct] -clock clk0 [all_outputs]
==> run notes <==
fresh numbers from the pnr run: vias post-DR 862, register area share after synthesis between 40 and 50%, largest net degree at the start of global routing 21, Synth Instances ~110, chip width just over 100 um, clock latency (worst-skew pair) between 0.3 and 0.4 ns, number of global-route vias before repair 919, final core utilization a little under a quarter, Core Region 0.006459 sq mm, initial DRC count 36, final RePlAce weighted congestion 0.7674, Worst path max stage delay about 0.39 ns, Ant. Diodes 0, port bufs 26, RSZ-0062 raised after global routing false, # hold bufs at CTS 0, floorplan core density between 10% and 20%, layout cell share with drive strength beyond 1 between 8 and 9%, Mapped Area 0.001079 sq mm, detailed placement HPWL between 2000 and 2500 um, Crit-path slowest cell clkdlybuf4s50_1, crit path max fanout 2, IO Count 28, Placed Area roughly 0.0014 sq mm, Pleak 0.6750 nW, simple share roughly a quarter, Max VDD drop between 0.2 and 0.3 mV, Clock Pin Slew Worst Setup and Hold Paths approximately 0.070 ns, average wire per standard cell between 10 and 15 um, run status finished, final reports clean, Die H between 100 and 150 um, HP Class flop to flop, Commonest Layout Cell clkdlybuf4s50_1, Main logic family simple AND/OR/NAND/NOR gates, total gr overflow 0, area fraction in compound gates 6.148%, crit path DAT slightly above 2 ns, crit path launch type clock port, Final TNS setup 0 ns, critical path class clock port to output pin, DR vias/cell approximately 4, initial antenna violation count 0, R2R Setup Slk 1.02 ns, mux frac, synth less than 1%, Most common cell on crit path clkbuf_8, YS chip area ~0.0011 sq mm, Seq cells post-synth 20, P per Cell Area between 300 and 400 mW/mm^2, global-route wire length before repair 4629 um, Top Layout Cells 26 x clkdlybuf4s50_1, 20 x dfrtp_1, 8 x nand4_1, 8 x xnor2_1, 8 x nand3_1, Crit path required time roughly 2.3 ns, post-route cell area approximately 0.0015 sq mm, max-slew violation count 0, Final Hold Violating Endpoints 0, clock skew approximately 0.0016 ns, first drt pass iteration count 4, Syn Area/Cell 10.17 sq um, Overall Global Routing Usage around 5.5%, CP cell instances clkbuf_8 > clkbuf_8 > clkdlybuf4s50_1, Final setup viols 0, Resized Gates After CTS 0, unique cell type count in the Yosys netlist 28, row count 29, post-CTS setup buffer count 0, # DRC 0, Post-Route WL 2685 um, Max Cap Viol 0, CTS tree yes, adder share roughly 5.8%, count of tool warnings 30, YS warnings 1, type of element capturing the critical path output pin, Post-DRT Antenna Nets 0, Area growth syn-to-layout 39.33%, XOR Share, Synth 9.745%, DIE AREA 0.01040 sq mm, # Cells Yosys 106, total power ~590 uW
## critical path, delay by kind of cell
family	cells	cell delay, ns
buffers and inverters	3	0.62
## path summary, 6_finish.rpt
kind,from,end,depth (start not counted)
max,clk_25,vga_clk,3
min,h_count[0]$_DFF_PN0_,h_count[0]$_DFF_PN0_,1
max reg2reg,h_count[0]$_DFF_PN0_,v_count[8]$_DFFE_PN0N_,5
min reg2reg,h_count[0]$_DFF_PN0_,h_count[0]$_DFF_PN0_,1
max in group asynchronous,reset_n,v_count[8]$_DFFE_PN0N_,2
min in group asynchronous,reset_n,h_count[4]$_DFF_PN0_,2
## stage by stage
stage / hold WS (ns) / instances / setup WS, ns
3_3_place_gp: 0.4911 / 207 / 0.5026
5_1_grt: 0.5548 / 213 / 0.1406
3_5_place_dp: 0.5018 / 207 / 0.5026
2_1_floorplan: 0.2844 / 106 / 0.7722
6_report: 0.5133 / 213 / 0.2514
4_1_cts: 0.5156 / 213 / 0.2288
## kinds of logic after synthesis
logic type,after synthesis
other cells,1
mux,1
buf+inv,11
compound gates,10
xor+xnor,12
fa+ha+maj,5
simple gates,46
flops,20
## synthesized netlist by cell type (all sizes together)
library cell | number | area [sq um]
mux2i | 1 | 10.01
nor4 | 1 | 6.260
dfrtp | 20 | 500.5
nor2 | 7 | 26.28
ha | 5 | 62.56
o21ai | 2 | 10.01
and4b | 1 | 10.01
xor2 | 4 | 35.03
a31oi | 3 | 18.77
a21oi | 1 | 5.000
nand2b | 2 | 12.51
o211ai | 2 | 15.01
conb | 1 | 3.750
buf | 4 | 30.03
and3 | 4 | 25.02
and4 | 1 | 8.760
nor3 | 6 | 52.55
inv | 7 | 26.28
nand2 | 5 | 18.77
or3b | 1 | 11.26
and2 | 1 | 6.260
o21a | 1 | 7.510
xnor2 | 8 | 70.07
nor2b | 1 | 6.260
nand3 | 8 | 40.04
a21bo | 1 | 10.01
nand4 | 8 | 50.05
## report_power, final
group,leakage [nW],internal (mW),switching (mW)
clock network,0.0471,0.202,0.102
registers,0.270,0.279,0
logic,0.358,0.00207,0.00545
total,0.675,0.483,0.107
## cell type report
class | instances | area (sq um)
Tap cell | 77 | 96.34
Clock buffer | 7 | 92.59
Timing Repair Buffer | 27 | 265.3
Fill cell | 690 | 4956
Inverter | 7 | 26.28
Multi-Input combinational cell | 75 | 521.8
Sequential cell | 20 | 500.5
## routing by layer
layer,wire length (um),GRT usage (%)
met1,1090,6.876
met2,1351,8.938
met3,222,2.181
met5,0,0
met4,21,0.9761
## registers in the layout (all words and copies together), names as in the netlist
signal / cells
h_count: 10
v_count: 10
Power and IR drop assume default switching activity.
