==> /design/flow/design.v <==
module score_digit_rom (
    input  wire [3:0]  number,      
    output wire [79:0] data         
);
    localparam [800-1:0] ROM = {
            8'b01111100, 8'b11000110, 8'b11000110, 8'b11000110,
            8'b01111110, 8'b00000110, 8'b00000110, 8'b00001100,
            8'b00011000, 8'b01110000,
            8'b01111100, 8'b11000110, 8'b11000110, 8'b01111100,
            8'b11000110, 8'b11000110, 8'b11000110, 8'b11000110,
            8'b11000110, 8'b01111100,
            8'b11111110, 8'b11000110, 8'b00000110, 8'b00001100,
            8'b00011000, 8'b00110000, 8'b01100000, 8'b01100000,
            8'b01100000, 8'b01100000,
            8'b00111000, 8'b01100000, 8'b11000000, 8'b11111100,
            8'b11000110, 8'b11000110, 8'b11000110, 8'b11000110,
            8'b11000110, 8'b01111100,
            8'b11111110, 8'b11000000, 8'b11000000, 8'b11111100,
            8'b00000110, 8'b00000110, 8'b00000110, 8'b11000110,
            8'b11000110, 8'b01111100,
            8'b00001100, 8'b00011100, 8'b00111100, 8'b01101100,
            8'b11001100, 8'b11111110, 8'b00001100, 8'b00001100,
            8'b00001100, 8'b00001100,
            8'b01111100, 8'b11000110, 8'b00000110, 8'b00001100,
            8'b00111100, 8'b00001100, 8'b00000110, 8'b00000110,
            8'b11000110, 8'b01111100,
            8'b01111100, 8'b11000110, 8'b00000110, 8'b00001100,
            8'b00011000, 8'b00110000, 8'b01100000, 8'b11000000,
            8'b11000110, 8'b11111110,
            8'b00011000, 8'b00111000, 8'b01111000, 8'b00011000,
            8'b00011000, 8'b00011000, 8'b00011000, 8'b00011000,
            8'b00011000, 8'b01111110,
            8'b01111100, 8'b11000110, 8'b11001110, 8'b11011110,
            8'b11110110, 8'b11100110, 8'b11000110, 8'b11000110,
            8'b11000110, 8'b01111100
    };
    assign data = ROM[number*80 +: 80];
endmodule
==> /design/flow/run.sh <==
#!/bin/bash
# OpenROAD 26Q1-2900-gdf79404cd8, Yosys 0.63+post, stock flow scripts
make -C /OpenROAD-flow-scripts/flow DESIGN_CONFIG=/design/flow/config.mk WORK_HOME=/design/flow/orfs finish
==> /design/flow/config.mk <==
export PLATFORM = sky130hd
export DESIGN_NAME = score_digit_rom
export DESIGN_NICKNAME = score_digit_rom
export VERILOG_FILES = /design/flow/design.v
export SDC_FILE = /design/flow/constraint.sdc
export NUM_CORES = 4
export LEC_CHECK = 1
export CORE_AREA = 10 10 70 70
export DIE_AREA = 0 0 80 80
==> /design/flow/constraint.sdc <==
current_design score_digit_rom

set clk_period 2.0
set clk_io_pct 0.2

create_clock -name clk0 -period $clk_period

set non_clock_inputs [all_inputs -no_clocks]
set_input_delay [expr $clk_period * $clk_io_pct] -clock clk0 $non_clock_inputs
set_output_delay [expr $clk_period * $clk_io_pct] -clock clk0 [all_outputs]
==> Slide: Implementation Results <==
Physical Implementation Snapshot

Outcome
  – Status: finished clean

Synthesis
  – Yosys warns: 0
  – Yosys top cell by area: buf_4
  – Most common cell in the synthesized netlist: buf_4
  – Cell Type Count: 26
  – Cells in synth_stat.txt: between 100 and 150
  – Mapped Area: between 800 and 900 um2
  – Top cells by count: 34 x buf_4, 17 x nor2_1, 16 x nand2_1
  – Area share, top type: 28.85%
  – Synth Area per Inst: approximately 6.1 um2
  – Cells after Synth: ~150
  – Largest cells by area after synthesis: buf_4 29%, ha_1 9.9%, a21oi_1 7.4%
  – Yosys stat chip area: between 800 and 900 um2
  – Post-synth seq share: 0%

Finish
  – Non-Filler Instances: about 320
  – Flops: 0
  – Share of cells above drive strength 1: between 50% and 60%
  – Clock buf count: 0
  – FF+latch area: 0 um2
  – Core Util, Final: about 70%
  – Area growth, synth to finish: 166.3%

Global routing
  – Total GRT Usage: 13.12%
  – Global route overflow: 0
  – Initial antenna violation count: 0
  – Vias in the first global route: ~1400
  – First-pass GRT wire length: between 7 and 8 mm
  – Largest net degree at the start of global routing: 13

Power and ir drop
  – Comb power frac: approximately 100%
  – Int Power: around 0.32 mW
  – Sw power: 0.2040 mW
  – Pwr Total: ~0.52 mW
  – Clock share of power: 0%
  – Leakage: 1.319 nW
  – Pwr/cell area: 222.0 nW/um2
  – Switch share: approximately two fifths
  – Worst vdd ir: between 100 and 150 uV
  – Sequential cell fraction of total power: 0%

Route
  – DR WL met2: 2.513 mm
  – Routed vias/inst: approximately 4.5
  – Highest metal used: met3
  – DRC viols: 0
  – ANT nets after route: 0
  – Total Wirelength: around 5.0 mm
  – N_diodes: 0
  – Met3 routed WL: about 440 um
  – Met1 WL: approximately 2.0 mm
  – Wirelength per Cell: 15.68 um
  – Via total after detailed routing: between 1000 and 1500
  – Iteration count of the initial detailed-routing pass: 4
  – 1st-iter DRT viols: 77

Final timing
  – Fin worst setup slack: roughly 0.0046 ns
  – Max-slew violations: 0
  – Post-route minimum period: 1.995 ns
  – Setup_tns: 0 ns
  – Final Setup Violations: 0
  – Max Clk Rate: roughly 500 MHz
  – Final hold vios: 0
  – Fin crit share: between 90 and 100%
  – RSZ-0062 raised after global routing: yes

Min path
  – Hold Path Origin: number[3]
  – Hold Path End: data[17]
  – Hold path cells: 5
  – HP Class: in2out

Flow run
  – Max_cap viols: 0
  – OpenROAD warnings: 39

Setup path
  – CP peak stage delay: about 0.24 ns
  – Crit path DAT: between 1.5 and 2 ns
  – Worst path required time: between 1.5 and 2 ns
  – Crit. End Element: output pin
  – Crit path cell chain: buf_8 -> buf_6 -> ha_2 -> and2b_1 -> buf_4 -> nor2_2 -> o21ai_2 -> dlygate4sd2_1
  – Critical path's top delay family: buffers and inverters
  – Crit Path Max Fanout: 5
  – Startpoint Class: primary input
  – Slowest CP cell: and2b_1
  – Buf/Inv on CP: 4
  – WS Path Type: in2out

Floorplan
  – Starting density of the core: 25.90%
  – DIE HEIGHT: 80 um
  – Site Rows: 21
  – Area of the core: between 3000 and 4000 um2
  – Chip Width: ~80 um
  – I/O Pins: 84
  – Die Size: ~6400 um2

CTS
  – Cts hold-fix bufs: 0

Place
  – HPWL after detailed placement: between 3 and 4 mm
  – Final RePlAce weighted congestion: between 0.8 and 0.9
  – Pre-CTS WS: -0.7395 ns
  – Port-buffer cells: around 74
  – Placed cell count: approximately 270
## logic make-up (layout without fill, tap and decap cells)
kind of cell | after synthesis | after routing | synth area share (%)
buffers and inverters | 47 | 164 | 36.63
xor gates and xnor gates | 1 | 1 | 0.9903
other | 1 | 10 | 0.4239
AOI/OAI and AO/OA | 38 | 38 | 23.34
and+or+nand+nor | 48 | 48 | 25.32
adders and majority gates | 7 | 7 | 9.901
muxes | 3 | 3 | 3.395
## area by class of cell
| type | count | area, um2 |
|---|---|---|
| timing repair buffer | 158 | 1400 |
| inverter | 6 | 40.04 |
| multi-input combinational | 107 | 858.3 |
| fill | 244 | 1060 |
| tap | 46 | 57.56 |
## metrics by stage
stage                     instance area, um2  hold WS [ns]
after floorplan                        918.4        0.9037
after global placement                  1733         1.893
after detailed placement                1733         1.896
after CTS                               2167         1.334
after global routing                    2356         1.344
final                                   2356         1.322
## power by group through the flow
stage                 logic, mW  registers, mW  clock network (mW)
final                     0.523              0                   0
after global routing      0.568              0                   0
after CTS                 0.470              0                   0
## worst min-delay path, cell delays in order
cell and delay (ns):
clkbuf_4 0.18, nand2_4 0.10, buf_6 0.10, o21ai_1 0.05, clkbuf_2 0.09
## cells in the final DEF, fill, tap and decap left out, types with 2 or more instances in the layout
cell type,netlist,final
and3_1,2,2
clkdlybuf4s15_1,0,3
inv_6,0,2
nor2b_4,0,3
a21oi_2,0,7
o21ai_0,10,3
clkbuf_2,0,2
nor2_4,1,4
buf_2,4,5
nand2_4,0,2
nand2_1,16,11
nand2b_4,0,2
buf_8,0,2
buf_4,34,66
conb_1,1,10
nand2_2,0,3
clkinvlp_4,0,2
o21ai_2,0,8
dlymetal6s2s_1,0,5
nor2_2,0,4
buf_6,2,16
a21o_1,2,2
ha_4,0,4
o21ai_1,9,7
dlygate4sd2_1,0,47
clkdlybuf4s50_1,0,8
and2b_1,2,2
mux2i_1,3,2
ha_2,0,3
nor2_1,17,10
buf_12,0,2
a21oi_1,13,6
## repair_timing
action / in CTS / in global routing
gates resized: 159 / 40
endpoints found under the setup margin: 70 / 35
pin swaps: 23 / 7
cloned: 1 / 0
buffers inserted: 34 / 10
## how the worst max path moves through the flow
stage | from | end | slack [ns] | depth (start not counted)
4_1_cts | number[2] | data[21] | 0.002 | 6
5_1_grt | number[0] | data[34] | -0.07 | 8
6_report | number[0] | data[42] | 0.005 | 8
## metal layers
layer | up-vias | track usage [%]
met5 | - | 0
li1 | 690 | -
met3 | 0 | 2.955
met2 | 58 | 23.92
met4 | 0 | 0.5282
met1 | 666 | 15.92
Power is estimated from default activity; no workload was simulated.
