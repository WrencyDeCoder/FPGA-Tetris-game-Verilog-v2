<file path="flow/design.v">
module game_over_text_rom (
	input  wire [9:0] X,
	input  wire [9:0] Y,
	output wire inside_area,
	output reg  is_pixel
);
    localparam integer TEXT_W = 104;
	localparam integer TEXT_H = 11;
    localparam integer MSG_X = 180;
    localparam integer MSG_Y = 180;
    localparam [1144:0] text_bitmap = {
        8'h0F,     8'hC0,     8'h00,     8'h00,     8'h00,     8'h00,     8'h00,     8'h7F,     8'h00,     8'h00,     8'h00,     8'h00,     8'h00,    
        8'h38,     8'hE0,     8'h00,     8'h00,     8'h00,     8'h00,     8'h01,     8'hC3,     8'h80,     8'h00,     8'h00,     8'h00,     8'h00,    
        8'h70,     8'h00,     8'h00,     8'h00,     8'h00,     8'h00,     8'h01,     8'hC3,     8'h80,     8'h00,     8'h00,     8'h00,     8'h00,    
        8'h70,     8'h00,     8'h00,     8'h00,     8'h00,     8'h00,     8'h01,     8'hC3,     8'h80,     8'h00,     8'h00,     8'h00,     8'h00,    
        8'h70,     8'h01,     8'hFC,     8'h7F,     8'hC1,     8'hFC,     8'h01,     8'hC3,     8'h9C,     8'h38,     8'h7F,     8'h1C,     8'hF0,    
        8'h77,     8'hE0,     8'h0E,     8'h76,     8'hE7,     8'h0E,     8'h01,     8'hC3,     8'h9C,     8'h39,     8'hC3,     8'h9F,     8'h00,    
        8'h70,     8'hE0,     8'h0E,     8'h72,     8'hE7,     8'h0E,     8'h01,     8'hC3,     8'h9C,     8'h39,     8'hC3,     8'h9C,     8'h00,    
        8'h70,     8'hE1,     8'hFE,     8'h72,     8'hE7,     8'hFE,     8'h01,     8'hC3,     8'h9C,     8'h39,     8'hFF,     8'h9C,     8'h00,    
        8'h38,     8'hE7,     8'h0E,     8'h72,     8'hE7,     8'h00,     8'h01,     8'hC3,     8'h8E,     8'h71,     8'hC0,     8'h1C,     8'h00,    
        8'h08,     8'hE1,     8'h0E,     8'h72,     8'hE1,     8'h00,     8'h00,     8'h43,     8'h0E,     8'h70,     8'h40,     8'h1C,     8'h00,    
        8'h0F,     8'hE1,     8'hFE,     8'h72,     8'hE1,     8'hFC,     8'h00,     8'h7F,     8'h03,     8'hC0,     8'h7F,     8'h1C,     8'h00    
    };
    assign inside_area =
        (X >= MSG_X) && (X < MSG_X + TEXT_W*3) &&
        (Y >= MSG_Y) && (Y < MSG_Y + TEXT_H*3);
    integer row, col, bit_index;
    always @(*) begin
        if (inside_area) begin
            row = (Y - MSG_Y)/3;          
            col = (X - MSG_X)/3;         
            bit_index = (TEXT_H-row-1) * TEXT_W + (TEXT_W-1-col);
            is_pixel = text_bitmap[bit_index];
        end else begin
            is_pixel = 1'b0;
        end
    end
endmodule
</file>
<file path="flow/config.mk">
export PLATFORM = sky130hd
export DESIGN_NAME = game_over_text_rom
export DESIGN_NICKNAME = game_over_text_rom
export VERILOG_FILES = /design/flow/design.v
export SDC_FILE = /design/flow/constraint.sdc
export NUM_CORES = 4
export LEC_CHECK = 1
export CORE_UTILIZATION = 30
</file>
<file path="flow/run.sh">
#!/bin/bash
# OpenROAD 26Q1-2900-gdf79404cd8, Yosys 0.63+post, stock flow scripts
make -C /OpenROAD-flow-scripts/flow DESIGN_CONFIG=/design/flow/config.mk WORK_HOME=/design/flow/orfs finish
</file>
<file path="flow/constraint.sdc">
current_design game_over_text_rom

set clk_period 24.0
set clk_io_pct 0.2

create_clock -name clk0 -period $clk_period

set non_clock_inputs [all_inputs -no_clocks]
set_input_delay [expr $clk_period * $clk_io_pct] -clock clk0 $non_clock_inputs
set_output_delay [expr $clk_period * $clk_io_pct] -clock clk0 [all_outputs]
</file>
==> flow_summary.ini <==
; yosys + openroad results
[outcome]
status = completed

[floorplanning]
rows = 51
die-area_mm2 = 0.02063
core_area_mm2 = 0.01959
io_pins = 22
die_x_um = 143.6
die_y_um = 143.6
fp_util = 0.3071

[timing]
rsz0062_at_grt = false
max_slew_margin = 0.3979
slew_viol_final = 0
worst_pin_slew_ns = 0.8967
whs_ns = 10.95
clock.fmax_mhz = 44.85
fin_crit_ns = 22.30
setup_violations = 0
fin_crit_sh = 0.9290
setup_tns_ns = 0
hold_violations = 0

[synthesis]
ys_warn_count = 1
yosysMostFrequentCell = nand2_1
synth_area_per_cell_um2 = 6.512
synth_cell_types = 99
syn_inst = 924
postSynthSeqShare = 0
ys_chip_area_mm2 = 0.006017
synth_area_leader_cell = ha_1
top_cell_area_share = 0.1102
yosys_cells = 924
area_leaders = ha_1 (11%), a21oi_1 (6.6%), nand2_1 (5.9%)
synth_area_mm2 = 0.006017
ys_top_cells_by_count = nand2_1 (95), nor2_1 (80), a21oi_1 (79)

[route]
totalWireLength_mm = 17.86
vias = 6945
wire_per_inst_um = 15.25
dr.pass1.iters = 5
vias_per_cell = 5.931
drtIter0Drc = 660
route.detailed.drc = 0
antenna_left = 0
diodes = 0

[worst_setup_path]
arrival_ns = 17.50
critical_path.max_stage_delay_ns = 0.64
crit_required_ns = 19.20
end_kind = output port
crit_slowest_cell = clkdlybuf4s50_1
cp_common_cell = ha_1
path_class = in -> out
startpoint_type = primary input
cp_max_fo = 19

[cts]
cts_resized = 0
post_cts_buffers = 0
cts_hold_buf = 0

[grt]
track_usage = 0.1731
grt_start_max_net_pins = 35
gr-total-overflow = 0
grt_pass1_wl_mm = 29.34
grt_pass1_vias = 5945
antenna_found_initial = 0

[placement]
routabilityCongestion = 0.9623
place_inst = 1171
numPortBuffers = 22
placed_cell_area_mm2 = 0.006412
dp_hpwl_mm = 13.56

[worst_hold_path]
hold_path_end = inside_area
min_path_type = in -> out
holdPathStages = 4
hp-start = X[8]

[final_layout]
layout-drive-gt1-share = 0.05188
nClkBuffers = 0
seqCellArea_um2 = 0
instances_no_fill = 1171
utilization = 0.3273
area_growth_pct = 6.571
flops = 0
final_area_mm2 = 0.006412

[flow_run]
drv_cap = 0
tool_warnings = 44
worst max-delay path by stage:
stage,from,end,slack (ns),cells after the start
4_1_cts,Y[2],is_pixel,1.74,52
5_1_grt,Y[2],is_pixel,0.42,52
6_report,Y[2],is_pixel,1.70,52
worst max-delay path, delay by kind of cell:
kind | cells | cell delay (ns)
AND-OR/OR-AND | 18 | 4.16
adder cells (fa/ha/maj) | 10 | 3.42
AND/OR/NAND/NOR | 11 | 1.85
buffers and inverters | 7 | 1.68
XOR/XNOR | 6 | 1.54
metrics by stage:
step	worst slack [ns]
floorplan	4.364
global placement	1.992
detailed placement	1.776
CTS	1.737
global route	0.4205
finish	1.704
layout by cell type (no fill, tap or decap), types with 13 or more instances in the layout:
cell,count
nand3_1,36
ha_1,53
inv_1,51
xnor2_1,35
nor3_1,32
a22oi_1,18
a21oi_1,79
clkdlybuf4s50_1,22
o211ai_1,13
o21ai_0,54
xor2_1,14
nand2_1,95
nand4_1,14
nor2_1,80
a21o_1,16
layer usage:
metal	GRT usage	part of all wire
met3	0.02579	0.089
met1	0.2621	0.47
met5	0	0
met4	0.02464	0.014
met2	0.2624	0.43
kinds of logic (layout without fill, tap and decap cells):
logic type,Yosys count,in the layout,synth area share
AND-OR/OR-AND,342,342,0.4024
other,1,8,0.0006232
AND/OR/NAND/NOR,349,349,0.2947
multiplexers,15,15,0.02579
buffers and inverters,108,83,0.07340
adder cells (fa/ha/maj),60,60,0.1318
XOR/XNOR,49,49,0.07132
cell type report:
class                      count  area (um2)
fill                        2095       13180
inverter                      53       198.9
multi-input combinational    823        5602
tap                          265       331.6
timing repair buffer          30       280.3
